==> /design/flow/design.v <==
module HSI2HSI_temp(
	clk,
	rst,
	iH,
	iS,
	iI,
	sw1,
	sw2,
	sw3,
	sw4,
	oH,
	oS,
	oI
);
input               clk;
input               rst;
input		[8:0]	iH;
input		[7:0]	iS;
input		[7:0]	iI;
input               sw1;
input               sw2;
input               sw3;
input               sw4;
output      [8:0]   oH;
output      [7:0]   oS;
output      [7:0]   oI;
reg [8:0] oH_r, oH_w;
reg [7:0] oS_r, oS_w;
reg [7:0] oI_r, oI_w;
wire [8:0] iH2,iH3;
assign oH = oH_r; 
assign oS = oS_r;
assign oI = oI_r;
assign iH2 = (iH>=60)? iH-60 : iH+300;
assign iH3 = (iH>=300)?iH-300 : iH+60; 
always @(*) begin
	oI_w = iI;
	oS_w = iS;
	if({sw1,sw3,sw4}==3'b100) begin
		if(iH2<=180) begin
			oH_w = iH2 - (iH2 >> 2);
		end  
		else begin
			oH_w = iH2 + ((360-iH2) >> 2);
		end  
	end
	else if({sw1,sw3,sw4}==3'b101) begin
		if(iH2<=180) begin
			oH_w = iH2 - (iH2 >> 1);
		end  
		else begin
			oH_w = iH2 + ((360-iH2) >> 1);
		end  
	end
	else if({sw1,sw3,sw4}==4'b110) begin
		if(iH2<=180) begin
			oH_w = iH2 + ((180-iH2) >> 2);
		end  
		else begin
			oH_w = iH2 - ((iH2-180) >> 2);
		end  
	end
	else if({sw1,sw3,sw4}==3'b111) begin
		if(iH2<=180) begin
			oH_w = iH2 + ((180-iH2) >> 1);
		end  
		else begin
			oH_w = iH2 - ((iH2-180) >> 1);
		end  
	end
	else begin
		if({sw2,sw3,sw4}==3'b100) begin
			if(iH3<=180) begin
				oH_w = iH3 - (iH3 >> 2);
			end  
			else begin
				oH_w = iH3 + ((360-iH3) >> 2);
			end  
		end
		else if({sw2,sw3,sw4}==3'b101) begin
			if(iH3<=180) begin
				oH_w = iH3 - (iH3 >> 1);
			end  
			else begin
				oH_w = iH3 + ((360-iH3) >> 1);
			end  
		end
		else if({sw2,sw3,sw4}==3'b110) begin
			if(iH3<=180) begin
				oH_w = iH3 + ((180-iH3) >> 2);
			end  
			else begin
				oH_w = iH3 - ((iH3-180) >> 2);
			end  
		end
		else if({sw2,sw3,sw4}==3'b111) begin
			if(iH3<=180) begin
				oH_w = iH3 + ((180-iH3) >> 1);
			end  
			else begin
				oH_w = iH3 - ((iH3-180) >> 1);
			end  
		end
		else begin
			oH_w = iH;
		end
	end 
end
always @(posedge clk or negedge rst) begin
	if(~rst) begin
		oH_r <= 0;
		oS_r <= 0;
		oI_r <= 0;
	end 
	else begin
		oS_r <= oS_w;
		oI_r <= oI_w;
		if({sw1,sw2}==2'b10)begin
			if(oH_w>=300)begin
				oH_r <= oH_w - 300;
			end  
			else begin
				oH_r <= oH_w + 60;
			end  
		end  
		else if({sw1,sw2}==2'b01)begin
			if(oH_w<300)begin
				oH_r <= oH_w + 300;
			end  
			else begin
				oH_r <= oH_w - 60;
			end  
		end  
		else begin
			oH_r <= iH;
		end  
	end
end
endmodule  
==> /design/flow/run.sh <==
#!/bin/bash
# OpenROAD 26Q1-2900-gdf79404cd8, Yosys 0.63+post, stock flow scripts
make -C /OpenROAD-flow-scripts/flow DESIGN_CONFIG=/design/flow/config.mk WORK_HOME=/design/flow/orfs finish
==> /design/flow/config.mk <==
export PLATFORM = sky130hd
export DESIGN_NAME = HSI2HSI_temp
export DESIGN_NICKNAME = HSI2HSI_temp
export VERILOG_FILES = /design/flow/design.v
export SDC_FILE = /design/flow/constraint.sdc
export NUM_CORES = 4
export LEC_CHECK = 1
export CORE_UTILIZATION = 40
==> /design/flow/constraint.sdc <==
current_design HSI2HSI_temp

set clk_period 1.0
set clk_io_pct 0.2

create_clock -name clk0 -period $clk_period [get_ports {clk}]

set non_clock_inputs [all_inputs -no_clocks]
set_input_delay [expr $clk_period * $clk_io_pct] -clock clk0 $non_clock_inputs
set_output_delay [expr $clk_period * $clk_io_pct] -clock clk0 [all_outputs]
==> load_flow_metrics.sql <==
-- physical implementation figures
INSERT INTO impl_metrics (metric_group, metric, value, unit) VALUES
('finish', 'design_area', '0.0138', 'mm2'),
('timing', 'min_period_over_period', '583', '%'),
('finish', 'final_layout_size_suffix_gt1_share', '43.6', '%'),
('clock_tree', 'cts_num_sinks', '25', ''),
('synthesis', 'synth_stat.cells', '1168', ''),
('detailed_routing', 'finalWirelength', '33.9', 'mm'),
('synthesis', 'area_leaders', 'ha_1 14%, xnor2_1 9.0%, dfrtp_1 7.5%', ''),
('synthesis', 'summed_instance_area_of_the_synthesized_netlist', '0.00831', 'mm2'),
('detailed_routing', 'drtPass1Iterations', '7', ''),
('timing', 'tightestPinTransition', '0.567', 'ns'),
('critical_path', 'worstSetupEndpointType', 'register', ''),
('timing', 'slew_viol_final', '0', ''),
('clock_tree', 'htreeDepth', '1', ''),
('critical_path', 'path_class', 'in -> reg', ''),
('synthesis', 'ys_seq_share', '7.52', '%'),
('global_routing', 'number_of_global_route_vias_before_repair', '9959', ''),
('critical_path', 'crit_fanout', '5', ''),
('clock_tree', 'clockRootBuffer', 'clkbuf_16', ''),
('timing', 'finalHoldViolations', '0', ''),
('power', 'peakVddDrop', '645', 'uV'),
('die', 'io-pin-count', '56', ''),
('timing', 'period_minus_slack', '5.83', 'ns'),
('clock_tree', 'tritoncts', 'done', ''),
('critical_path', 'cp_max_delay_cell', 'or3_4', ''),
('detailed_routing', 'detailroute.via_count', '10700', ''),
('synthesis', 'edf_count', '0', ''),
('placement', 'place_hpwl', '27.6', 'mm'),
('synthesis', 'yosysMostFrequentCell', 'nand2_1', ''),
('die', 'coreArea', '0.0203', 'mm2'),
('detailed_routing', 'initialDrtViolationCount', '638', ''),
('clock_tree', 'cts.path.max_buffers', '2', ''),
('synthesis', 'synth_top_flop_cell', 'dfrtp_1', ''),
('timing', 'setup_tns', '-37.57', 'ns'),
('global_routing', 'globalRouteOverflowTotal', '0', ''),
('die', 'fp.dieW', '146', 'um'),
('critical_path', 'timing.critical_path.required', '1.14', 'ns'),
('timing', 'hold-worst-slack', '0.298', 'ns'),
('power', 'fin_total_pwr', '0.0215', 'W'),
('global_routing', 'pin_count_of_the_biggest_net_entering_global_routing', '26', ''),
('global_routing', 'grt_usage', '31.7', '%'),
('synthesis', 'yosys.cell_types.count', '97', ''),
('placement', 'worst_setup_timing_slack_at_the_placement_stage', '-5.84', 'ns'),
('detailed_routing', 'drt-vias-per-instance', '5.60', ''),
('timing', 'fmax', '171', 'MHz'),
('timing', 'setup_viol_count_final', '9', ''),
('critical_path', 'critical-path-max-stage-delay', '0.40', 'ns'),
('synthesis', 'synthesis.area_per_instance', '7.12', 'um2'),
('synthesis', 'yosys-top-cells-count', '110 x nand2_1, 102 x nor2_1, 94 x ha_1', ''),
('timing', 'postLayoutSetupSlackWorst', '-4.83', 'ns'),
('synthesis', 'async_reset_ff_share', '100', '%'),
('placement', 'port_buffers', '55', ''),
('detailed_routing', 'remaining_drc_errors', '0', ''),
('synthesis', 'synth_warnings', '1', ''),
('critical_path', 'critPathArrivalTime', '5.98', 'ns'),
('clock_tree', 'cts_made_buffers', '3', ''),
('synthesis', 'top_cell_area_share', '14.1', '%'),
('synthesis', 'synth_flops', '25', ''),
('clock_tree', 'clkTransAtPathRegs', '0.06', 'ns'),
('global_routing', 'first_pass_grt_wire_length', '53.0', 'mm'),
('min_path', 'min-delay-path-class', 'in -> async', ''),
('flow_run', 'tool_warnings', '45', ''),
('detailed_routing', 'antenna_left', '0', ''),
('finish', 'synthToLayoutAreaGrowth', '65.8', '%'),
('placement', 'final_weighted_congestion_in_routability_driven_placement', '0.979', ''),
('timing', 'grt_setup_unrepaired', 'yes', ''),
('die', 'dieArea', '0.0214', 'mm2'),
('die', 'floorplan.initialDensity', '41.0', '%'),
('synthesis', 'synth.largest_area_cell', 'ha_1', ''),
('die', 'chipHeight', '146', 'um'),
('timing', 'headroom_to_the_max_slew_limit', '61.7', '%'),
('critical_path', 'crit_top_cell', 'ha_4', ''),
('detailed_routing', 'diodes', '0', ''),
('flow_run', 'max-cap-violations', '0', ''),
('die', 'num_rows', '52', ''),
('synthesis', 'postSynthCellCount', '1168', ''),
('critical_path', 'worstSetupStartpointType', 'primary input', ''),
('status', 'run_status', 'finished with violations', ''),
('synthesis', 'yosys-stat-area', '0.00831', 'mm2'),
('status', 'violations', 'setup timing', ''),
('power', 'leakage_power_figure', '6.14', 'nW'),
('power', 'power-per-cell-area', '1560', 'mW/mm2'),
('detailed_routing', 'detail_route.wl_per_cell', '17.7', 'um'),
('global_routing', 'antenna_found_initial', '0', ''),
('placement', 'postPlaceCellArea', '0.0125', 'mm2');
state kept, by name (all words and copies together) (netlist names):
signal	flops
oH_r	9
oI_r	8
oS_r	8
logic make-up (layout without fill, tap and decap cells):
group / count (synthesis) / after routing / share of synthesized area, %
flops: 25 / 25 / 7.52
buf+inv: 119 / 591 / 5.79
fa+ha+maj: 103 / 103 / 16.2
xor+xnor: 115 / 115 / 12.1
simple gates: 401 / 401 / 24.6
compound gates: 383 / 383 / 31.0
mux: 22 / 22 / 2.84
critical path, delay by kind of cell:
family	cells	cell delay (ns)
xor gates and xnor gates	2	0.32
AOI/OAI and AO/OA	10	1.74
adders and majority gates	4	0.69
buffers and inverters	6	0.67
and+or+nand+nor	13	2.34
stage by stage:
| stage | std cells | utilization (%) |
|---|---|---|
| final | 1910 | 67.9 |
| after global routing | 1910 | 67.9 |
| after CTS | 1894 | 65.3 |
| after detailed placement | 1856 | 61.7 |
| after global placement | 1856 | 61.7 |
| after floorplan | 1168 | - |
layer usage:
| layer | up-vias | GRT usage, % | part of all wire, % |
|---|---|---|---|
| met5 | - | 0 | 0 |
| met4 | 0 | 4.58 | 2.0 |
| met3 | 37 | 3.41 | 6.0 |
| met2 | 324 | 52.0 | 46 |
| met1 | 5083 | 46.0 | 46 |
| li1 | 5256 | - | - |
final timing paths:
| path | startpoint | endpoint | slack, ns |
|---|---|---|---|
| worst max-delay path | iH[2] | oH_r[8] | -4.83 |
| worst min-delay path | rst | oH_r[3] | 0.30 |
| max in group asynchronous | rst | oI_r[3] | 0.56 |
| min in group clk0 | iI[6] | oI_r[6] | 0.38 |
cell type report:
type                            count  area (um2)
Multi-Input combinational cell   1024        8380
Fill cell                        1671        6510
Timing Repair Buffer              532        4150
Sequential cell                    25         626
Tap cell                          270         338
Inverter                           55         219
Clock buffer                        4        78.8
report_power, final:
group	switching, W	total [W]	internal (W)
clock network	0.000314	0.000858	0.000544
registers	0.0000390	0.00121	0.00117
logic	0.00960	0.0195	0.00987
total	0.00995	0.0215	0.0116
layout by cell type, fill, tap and decap left out, types with 16 or more instances in the layout:
cell,instances
xor2_1,28
o21ai_1,25
dfrtp_1,25
nor3_1,26
buf_4,455
o211ai_1,16
ha_1,72
a21oi_1,61
a21oi_2,23
o21ai_0,45
buf_6,16
nor2_1,96
nand2_1,102
xnor2_1,77
inv_1,43
clkdlybuf4s50_1,21
a21o_1,20
nand3_1,24
repair_timing:
action	4_1_cts	5_1_grt
buffers inserted	34	17
hold buffers	0	0
pin swaps	70	73
resized	183	136
setup endpoints to repair	34	24
cloned	1	0
Power is estimated from default activity; no workload was simulated.
