`/design/flow/config.mk`:
```
export PLATFORM = sky130hd
export DESIGN_NAME = HSI2HSI_ALL
export DESIGN_NICKNAME = HSI2HSI_ALL
export VERILOG_FILES = /design/flow/design.v
export SDC_FILE = /design/flow/constraint.sdc
export NUM_CORES = 4
export LEC_CHECK = 1
export CORE_UTILIZATION = 40
```
`/design/flow/constraint.sdc`:
```
current_design HSI2HSI_ALL

set clk_period 6.0
set clk_io_pct 0.2

create_clock -name clk0 -period $clk_period

set non_clock_inputs [all_inputs -no_clocks]
set_input_delay [expr $clk_period * $clk_io_pct] -clock clk0 $non_clock_inputs
set_output_delay [expr $clk_period * $clk_io_pct] -clock clk0 [all_outputs]
```
`/design/flow/design.v`:
```
module HSI2HSI_ALL(
	iH,
	iS,
	iI,
	sw_H,
	sw_H1,
	sw_H2,
	sw_S,
	sw_S1,
	sw_S2,
	sw_I,
	sw_I1,
	sw_I2,
	oH,
	oS,
	oI
);
input		[8:0]	iH;
input		[7:0]	iS;
input		[7:0]	iI;
input               sw_H;
input               sw_H1;
input               sw_H2;
input               sw_S;
input               sw_S1;
input               sw_S2;
input               sw_I;
input               sw_I1;
input               sw_I2;
output      [8:0]   oH;
output      [7:0]   oS;
output      [7:0]   oI;
reg [9:0] oH_w;
reg [8:0] oS_w;
reg [8:0] oI_w;
localparam H_LEVEL1 = 15;
localparam H_LEVEL2 = 30;
assign oH = (oH_w > 360) ? 360 : oH_w[8:0]; 
assign oS = (oS_w > 255) ? 255 : oS_w[7:0];
assign oI = (oI_w > 255) ? 255 : oI_w[7:0];
always @(*) begin
	if(sw_H)begin
		if({sw_H1,sw_H2} == 2'b00)begin
			if(iH > 60 && iH <=240)begin
				oH_w = (iH>(240-H_LEVEL1)) ? 240 : (iH + H_LEVEL1);
			end  
			else begin
				oH_w = (iH < H_LEVEL1) ? (iH+360-H_LEVEL1) : (iH<(240+H_LEVEL1) && iH > 60) ? 240 : (iH - H_LEVEL1); 
			end  
		end  
		else if({sw_H1,sw_H2} == 2'b01)begin
			if(iH > 60 && iH <=240)begin
				oH_w = (iH>(240-H_LEVEL2)) ? 240 : (iH + H_LEVEL2);
			end  
			else begin
				oH_w = (iH < H_LEVEL2) ? (iH+360-H_LEVEL2) : (iH<(240+H_LEVEL2) && iH > 60) ? 240 : (iH - H_LEVEL2); 
			end  
		end  
		else if({sw_H1,sw_H2} == 2'b10)begin
			if(iH > 60 && iH <=240)begin
				oH_w = (iH<(60+H_LEVEL1))? 60 : (iH - H_LEVEL1) ;
			end  
			else begin
				oH_w = (iH>(360-H_LEVEL1)) ? (iH + H_LEVEL1 - 360) : (iH>(60-H_LEVEL1) && iH < 240) ? 60 : iH + H_LEVEL1; 
			end  
		end  
		else begin
			if(iH > 60 && iH <=240)begin
				oH_w = (iH<(60+H_LEVEL2))? 60 : (iH - H_LEVEL2) ;
			end  
			else begin
				oH_w = (iH>(360-H_LEVEL2)) ? (iH + H_LEVEL2 - 360) : (iH>(60-H_LEVEL2) && iH < 240) ? 60 : iH + H_LEVEL2; 
			end  
		end  
	end  
	else begin
		oH_w = iH;
	end  
	if(sw_S) begin
		if({sw_S1,sw_S2}==2'b00)begin
			oS_w = (iS<128) ? (iS >> 1) : (iS + (iS >> 1) - 128);
		end  
		else if({sw_S1,sw_S2}==2'b01)begin
			oS_w = (iS<128) ? (iS - (iS >> 2)) : (iS + (iS >> 2) - 64);
		end  
		else if({sw_S1,sw_S2}==2'b10)begin
			oS_w = (iS>32 && iS<=128)?(iS + (iS >> 2) - 8) : (iS>128 && iS<224) ? (iS - (iS >> 2) + 56) : iS;
		end  
		else begin
			oS_w = (iS>32 && iS<=128)?(iS + (iS >> 1) - 16) : (iS>128 && iS<224) ? (iS - (iS >> 1) + 112) : iS;
		end  
	end  
	else begin
		oS_w = iS;
	end  
	if(sw_I) begin
		if({sw_I1,sw_I2}==2'b00)begin
			oI_w = (iI<64)?(iI+(iI>>1)):(iI>=64 && iI < 192)?((iI>>1)+64):(iI+(iI>>1)-128);
		end  
		else if({sw_I1,sw_I2}==2'b01)begin
			oI_w = (iI<64)?(iI+(iI>>2)):(iI>=64 && iI < 192)?(iI-(iI>>2)+32):(iI+(iI>>2)-64);
		end  
		else if({sw_I1,sw_I2}==2'b10)begin
			oI_w = (iI<64)?(iI-(iI>>2)):(iI>=64 && iI < 192)?(iI+(iI>>2)-32):(iI-(iI>>2)+64);
		end  
		else begin
			oI_w = (iI<64)?((iI>>1)):(iI>=64 && iI < 192)?(iI+(iI>>1)-64):((iI>>1)+128);
		end  
	end  
	else begin
		oI_w = iI;
	end  
end
endmodule  
```
`/design/flow/run.sh`:
```
#!/bin/bash
# OpenROAD 26Q1-2900-gdf79404cd8, Yosys 0.63+post, stock flow scripts
make -C /OpenROAD-flow-scripts/flow DESIGN_CONFIG=/design/flow/config.mk WORK_HOME=/design/flow/orfs finish
```
==> flow_summary_export.csv <==
group,metric,value,unit
status,run_status,"completed",
place,post_dp_cell_area,9760,um^2
cells_and_area,clock_buffer_count,0,
final_timing,report.final.slew_viol_count,0,
drt,dr_total_vias,9267,
place,place.port_buffers,59,
floorplanning,die_h,137,um
global_routing,grt_antenna_before_repair,0,
floorplanning,number_of_placement_rows,48,
cells_and_area,post_route_cells_drive_above_1_share,32.8,%
final_timing,final.setup.worst_slack,0.113,ns
drt,ant_nets,0,
drt,antenna-diode-count,0,
floorplanning,overall_die_area,18800,um^2
final_timing,timing.setup.tns,0,ns
synthesis,synth_warnings,1,
worst_setup_path,setup.worst_path.end_class,"output pin",
floorplanning,initial_cell_density_of_the_core,41.5,%
synthesis,post_synth_inst_count,1032,
drt,drt_drc_violations_left,0,
job,maxCapViolCount,0,
drt,first_pass_iters,5,
place,place.detailed.hpwl,22900,um
final_timing,post-route-min-period,5.89,ns
worst_hold_path,worst_hold_path_type,"in -> out",
final_timing,timing.slew.headroom,59.1,%
final_timing,tightest_slew,0.612,ns
synthesis,yosys-mux-area-fraction,5.41,%
power_and_ir_drop,p_per_area,109,nW/um^2
floorplanning,die_width,137,um
synthesis,yosysTopAreaCell,"sky130_fd_sc_hd__ha_1",
worst_setup_path,critical_path_fanout_max,3,
synthesis,xor_and_xnor_fraction_of_the_mapped_netlist_area,8.61,%
worst_setup_path,setup.worst_path.start_class,"input pin",
synthesis,synth-cells-yosys,1032,
worst_setup_path,crit_path_max_incr_delay,0.51,ns
floorplanning,floorplan.core_area,17500,um^2
final_timing,timing.final.crit_share,98.1,%
synthesis,synthTopCellsByCount,"sky130_fd_sc_hd__ha_1 (93), sky130_fd_sc_hd__a21oi_1 (80), sky130_fd_sc_hd__nand2_1 (79)",
cells_and_area,fin_area,10500,um^2
synthesis,synth.cellmix.adderShare,18.4,%
worst_setup_path,cp_num_buf_inv,3,
drt,viasPerCell,6.03,
synthesis,yosysUniqueCellTypes,94,
drt,wl_per_cell,18.5,um
power_and_ir_drop,p_leak,4.60,nW
global_routing,grt_max_degree,29,
worst_setup_path,critical-path-top-cell-by-count,"sky130_fd_sc_hd__clkdlybuf4s50_1",
floorplanning,io_pins,59,
synthesis,ys_area,7280,um^2
final_timing,hold_viol,0,
synthesis,yosys-top-cells-area,"sky130_fd_sc_hd__ha_1 (16%), sky130_fd_sc_hd__xnor2_1 (6.6%), sky130_fd_sc_hd__a21oi_1 (5.5%)",
worst_setup_path,required,4.80,ns
final_timing,fmax,0.170,GHz
power_and_ir_drop,vdd_drop_max,0.0677,mV
worst_setup_path,crit_type,"in -> out",
global_routing,global_route.overflow_total,0,
cells_and_area,ff_latch_area,0,um^2
cells_and_area,ff_count,0,
job,openroad.warnings,79,
place,placement.setup.worst_slack,-0.453,ns
worst_setup_path,cp_data_arrival_time,4.69,ns
synthesis,yosys-dominant-comb-family,"AND-OR/OR-AND gates",
synthesis,post_synthesis_average_cell_area,7.06,um^2
worst_setup_path,critical_path.top_delay_family,"AND-OR/OR-AND gates",
global_routing,grt_use_total,30.9,%
drt,detail_route.iter0.violations,865,
synthesis,synth-simple-area-share,22.6,%
global_routing,grt_pass1_wl,44600,um
synthesis,yosys.stat.seqShare,0,%
place,final_replace_weighted_congestion,1.03,
synthesis,yosys.area.top_type_share,16.0,%
cells_and_area,post_synthesis_to_final_layout_area_growth,44.3,%
global_routing,first_global_vias,8248,
synthesis,post_synthesis_compound_gate_area_fraction,38.0,%
drt,drt_wl_total,28500,um
worst_setup_path,cells_along_the_critical_path,"clkdlybuf4s50_1, buf_4, or3_4, o41ai_4, nand4_1, nor3_2, nor3_1, o32a_1, a2111oi_4, o21ai_2, a21oi_1, clkdlybuf4s50_1",
synthesis,synthesis.area,7280,um^2
synthesis,top_cell,"sky130_fd_sc_hd__ha_1",
final_timing,finalSetupViolCount,0,
worst_setup_path,critPathSlowestCell,"sky130_fd_sc_hd__clkdlybuf4s50_1",
-- cell usage in the layout (no fill, tap or decap), types with 9 or more instances in the layout --
cell type / Yosys / layout
sky130_fd_sc_hd__buf_6: 0 / 9
sky130_fd_sc_hd__a21oi_1: 80 / 68
sky130_fd_sc_hd__clkdlybuf4s50_1: 0 / 40
sky130_fd_sc_hd__buf_4: 0 / 273
sky130_fd_sc_hd__inv_1: 59 / 51
sky130_fd_sc_hd__and2_1: 10 / 9
sky130_fd_sc_hd__ha_1: 93 / 76
sky130_fd_sc_hd__xnor2_1: 55 / 50
sky130_fd_sc_hd__o211ai_1: 25 / 25
sky130_fd_sc_hd__nor3_1: 33 / 29
sky130_fd_sc_hd__nor2b_1: 16 / 14
sky130_fd_sc_hd__o21a_1: 12 / 12
sky130_fd_sc_hd__dlymetal6s2s_1: 0 / 10
sky130_fd_sc_hd__a221oi_1: 11 / 10
sky130_fd_sc_hd__a31oi_1: 17 / 14
sky130_fd_sc_hd__a21oi_2: 0 / 11
sky130_fd_sc_hd__mux4_2: 11 / 11
sky130_fd_sc_hd__nand2b_1: 22 / 20
sky130_fd_sc_hd__xor2_1: 14 / 14
sky130_fd_sc_hd__nor2_1: 76 / 75
sky130_fd_sc_hd__nand3_1: 34 / 33
sky130_fd_sc_hd__mux2i_1: 9 / 9
sky130_fd_sc_hd__ha_2: 0 / 11
sky130_fd_sc_hd__a21o_1: 11 / 11
sky130_fd_sc_hd__nand4_1: 11 / 11
sky130_fd_sc_hd__o21ai_0: 52 / 49
sky130_fd_sc_hd__inv_2: 2 / 10
sky130_fd_sc_hd__a211oi_1: 19 / 13
sky130_fd_sc_hd__nand2_1: 79 / 79
-- cell families (layout without fill, tap and decap cells) --
kind of cell	Yosys count	in the layout
compound gates	375	375
fa+ha+maj	102	102
xor+xnor	70	70
simple gates	331	331
mux	25	25
buf+inv	129	409
-- report_power, final --
group,total [mW],internal [mW],switching [mW],leakage [nW]
sequential,0,0,0,0
clock,0,0,0,0
combinational,1.14,0.570,0.571,4.60
-- routing by layer --
metal	global-route usage [%]	share of wire (%)	vias up	wire (um)
li1	-	-	4498	-
met1	48.3	47	4338	13500
met2	44.7	42	397	12000
met3	6.01	9.5	34	2720
met4	4.09	1.2	0	340
met5	0	0	-	0
-- cell type report --
class / instances / area (um^2)
Fill cell: 1567 / 7030
Inverter: 66 / 253
Multi-Input combinational cell: 903 / 7210
Tap cell: 225 / 282
Timing Repair Buffer: 343 / 2770
-- metrics by stage --
step | total power, mW | util (%) | hold slack [ns] | std cells
after global placement | 1.03 | 55.7 | 3.46 | 1498
after floorplan | 0.589 | - | 2.48 | 1032
after global routing | 1.24 | 59.9 | 2.93 | 1537
final | 1.14 | 59.9 | 2.89 | 1537
after CTS | 1.07 | 57.3 | 3.32 | 1517
after detailed placement | 1.03 | 55.7 | 3.50 | 1498
-- what timing repair did --
action                                  in CTS  in global routing
gates resized                               49                 95
setup buffers                               18                 21
pin swaps                                   14                 41
endpoints found under the setup margin      16                 24
hold buffers                                 0                  0
endpoints found under the hold margin        0                  0
cloned                                       1                  0
-- path summary, 6_finish.rpt --
path	slack, ns	endpoint	start	depth (start not counted)
max	0.11	oH[0]	iH[1]	12
min	2.89	oI[0]	iI[0]	5
No activity file was given, so power comes from the tool's default toggle rates.
